==> design/flow/run.sh <==
#!/bin/bash
# OpenROAD 26Q1-2900-gdf79404cd8, Yosys 0.63+post, stock flow scripts
make -C /OpenROAD-flow-scripts/flow DESIGN_CONFIG=/design/flow/config.mk WORK_HOME=/design/flow/orfs finish
==> design/flow/config.mk <==
export PLATFORM = sky130hd
export DESIGN_NAME = buzz
export DESIGN_NICKNAME = buzz
export VERILOG_FILES = /design/flow/design.v
export SDC_FILE = /design/flow/constraint.sdc
export NUM_CORES = 4
export LEC_CHECK = 1
export CORE_UTILIZATION = 30
==> design/flow/constraint.sdc <==
current_design buzz

set clk_period 3.3
set clk_io_pct 0.2

create_clock -name clk0 -period $clk_period [get_ports {clk}]

set non_clock_inputs [all_inputs -no_clocks]
set_input_delay [expr $clk_period * $clk_io_pct] -clock clk0 $non_clock_inputs
set_output_delay [expr $clk_period * $clk_io_pct] -clock clk0 [all_outputs]
==> design/flow/design.v <==
module buzz(clk,reset_n,en,tim,tone);
input clk,reset_n,en;
input [1:0]tim;
output reg tone;
wire [6:0]notein;
wire noteout;
assign notein=21;
reg [27:0]counter,div,div1;
reg ene;
note note1(clk,reset_n,notein,noteout);
always@(posedge clk)
if(~reset_n)
begin
 counter<=28'b0;
 ene<=1'b0;
end
else
begin
  case(tim)
	0:begin div<=28'd 5_000_000; div1<=28'd 12_000_000; end
	1:begin div<=28'd 10_000_000; div1<=28'd 20_000_000; end
	2:begin div<=28'd 25_000_000; div1<=28'd 35_000_000; end
	3:begin div<=28'd 50_000_000; div1<=28'd 60_000_000; end
   default begin div<=28'd 10_000_000; div1<=28'd 20_000_000; end
  endcase
  counter<=counter+1;
  if(counter==div)
	 ene<=1'b1;
  if(counter==div1 | counter>60_000_000)
   begin
	 counter<=28'b0;
	 ene<=1'b0;
   end
end
always@(posedge clk)
tone<=en&noteout&ene;
endmodule
module note(clk,reset_n,notein,noteout);
input clk,reset_n;
input [6:0]notein;
output reg noteout;
reg [19:0]div;
reg [19:0]cnt;
reg eocnt; 
always @*
begin
  case (notein)
    0: div = 191114;  
    1: div = 180385;  
    2: div = 170262;  
    3: div = 160705;  
    4: div = 151686;  
    5: div = 143173;  
    6: div = 135136;  
    7: div = 127552;  
    8: div = 120389;  
    9: div = 113636;  
    10:div = 107259;  
    11:div = 101239;  
    12:div = 95558;  
    13:div = 90194;  
    14:div = 85132;  
    15:div = 80354;  
    16:div = 75845;  
    17:div = 71558;  
    18:div = 67567;  
    19:div = 63775;  
    20:div = 60197;  
    21:div = 28403;  
    22:div = 53629;  
    23:div = 50619;  
    24:div = 47777;  
    25:div = 45097;  
    26:div = 42566;  
    27:div = 40176;  
    28:div = 37921;  
  default: div = 1;  
  endcase
end
always @(posedge clk)
begin 
if(~reset_n)
begin
  noteout<=0;
  cnt <= 0;
end
    if(cnt == div)
	 begin
        cnt <= 0;
		  noteout <= ~noteout;
	 end
    else
        cnt <= cnt + 1'b1;
end
endmodule
==> results.py <==
# Auto-generated metrics
metrics = {
    "yosys": {
        "ys_ff": 64,
        "ys_seq_share_pct": 45.2,
        "yosysChipArea_mm2": 0.00315,
        "async_flop_share_pct": 0,
        "edf_count": 14,
        "yosysUniqueCellTypes": 39,
        "syn-cell-area_mm2": 0.00315,
        "largest_area_cell": "dfxtp_1",
        "ys_cells": 333,
        "avgSynthCellArea_um2": 9.45,
        "ys_warn_count": 2,
        "area_leaders": "dfxtp_1 (32%), edfxtp_1 (13%), xor2_1 (7.8%), xnor2_1 (7.2%), nand3_1 (4.6%)",
        "postSynthCellCount": 333,
        "ff_type": "dfxtp_1",
        "top_area_share_pct": 31.8,
    },
    "routing": {
        "first_pass_iters": 4,
        "insertedDiodeCount": 0,
        "viasPerCell": 4.56,
        "drt_iter0_drc": 87,
        "wire_per_inst_um": 11.5,
        "drc": 0,
        "wirelength_mm": 5.48,
        "vias": 2179,
        "ant_nets": 0,
    },
    "setup_path": {
        "crit_fanout": 15,
        "critPathCaptureType": "register",
        "critPathKind": "reg -> reg",
        "required_ps": 3520,
        "startpoint_type": "register",
        "arrival_ps": 2590,
    },
    "final_timing": {
        "period_minus_slack_ps": 2370,
        "slew_violations": 0,
        "finalSetupViolations": 0,
        "worst_slack_ps": 928,
        "skew_ps": 7.84,
        "rsz0062_at_grt": "no",
        "slew_headroom_pct": 46.8,
        "fmax_mhz": 422,
        "hold_viol_final": 0,
        "finalCritPeriodShare_pct": 71.9,
        "tightest_slew_ps": 795,
        "final.setup.tns_ps": 0,
    },
    "clock_tree": {
        "clock-sinks": 64,
        "cts_resized": 0,
        "path_clk_slew_ps": 70,
        "h-tree-depth": 3,
        "cts_setup_buffers": 0,
        "cts_tree": "done",
        "clockBufferDepth": 2,
        "clock-root-buffer": "clkbuf_8",
        "cts_buffers": 9,
        "postCtsHoldBufs": 0,
        "clock_latency_ps": 330,
    },
    "floorplanning": {
        "core_area_mm2": 0.0102,
        "die_h_um": 104,
        "die_w_um": 104,
        "ios": 6,
        "fp_util_pct": 30.7,
        "core.rowCount": 37,
        "dieArea_mm2": 0.0109,
    },
    "grt": {
        "grt_usage_pct": 11.1,
        "grt_max_degree": 16,
        "antenna_found_initial": 0,
        "grt_pass1_vias": 2047,
        "grt_pass1_wl_mm": 9.67,
        "grt.overflow.total": 0,
    },
    "placed_design": {
        "pre_cts_ws_ps": 946,
        "place_congestion": 0.868,
        "io_buffers": 5,
        "dpl.hpwl_mm": 3.99,
    },
    "power_and_ir_drop": {
        "power.density_mw_per_mm2": 440,
        "vdd.ir_drop.worst_mv": 0.279,
        "leakage_uw": 0.00121,
    },
    "cells_and_area": {
        "syn2layout_area_growth_pct": 11.4,
        "drive_gt1_share_pct": 14.0,
    },
    "status": {
        "outcome": "finished, final reports clean",
    },
    "run": {
        "maxCapViolations": 0,
        "warning_count": 32,
    },
    "min_path": {
        "hold_path.class": "reg -> reg",
    },
}
-- area by class of cell --
| class | instances | area, um^2 |
|---|---|---|
| Clock inverter | 7 | 70.1 |
| Clock buffer | 9 | 124 |
| Sequential cell | 64 | 1420 |
| Timing Repair Buffer | 8 | 72.6 |
| Inverter | 13 | 48.8 |
| Fill cell | 1000 | 6730 |
| Multi-Input combinational cell | 241 | 1600 |
| Tap cell | 136 | 170 |
-- logic make-up (layout without fill, tap and decap cells) --
kind of cell | after synthesis | after routing | synth area share [%]
fa+ha+maj | 10 | 10 | 3.98
buf+inv | 29 | 37 | 4.18
compound gates | 10 | 10 | 3.34
flops | 64 | 64 | 45.2
xor+xnor | 54 | 54 | 15.0
simple gates | 165 | 165 | 28.2
other cells | 1 | 2 | 0.119
-- power breakdown --
group | internal [uW] | switching [uW]
sequential | 818 | 13.5
clock | 349 | 307
combinational | 26.4 | 29.0
total | 1190 | 350
-- metrics by stage --
stage	hold WS (ps)	total power [uW]	instances	utilization, %	area (um^2)
CTS	461	1570	478	34.2	3500
detailed placement	447	905	462	32.3	3310
global route	464	1610	478	34.2	3500
finish	455	1540	478	34.2	3500
global placement	439	905	462	32.3	3310
floorplan	418	885	334	-	3150
-- registers in the layout, summed over array words and instances, names as in the netlist --
name,cells
ene,1
note1.cnt,20
counter,28
div1,3
note1.noteout,1
tone,1
div,10
-- worst paths after layout --
path / from / to / slack [ps] / cells after the start
min reg2reg: note1.cnt[0] / note1.cnt[0] / 450 / 1
max: counter[22] / ene / 930 / 7
min: note1.cnt[0] / note1.cnt[0] / 450 / 1
max reg2reg: counter[22] / ene / 930 / 7
-- cells in the mapped netlist, types with 2 or more instances --
cell type,count
edfxtp_1,14
xnor2_1,26
ha_1,10
inv_1,13
nor3_1,10
nand3_1,29
xor2_1,28
nor2b_1,2
nand4_1,9
nor2_2,20
nand2b_1,2
nor2_1,29
a222oi_1,2
or3_1,8
or2_2,3
o21ai_0,2
and3_1,12
nor4_1,6
clkbuf_1,14
and4_1,3
nand2_1,23
buf_8,2
dfxtp_1,50
-- critical path, stage by stage, from the launching register on --
cell and delay, ps:
dfxtp_1 370, or4b_1 580, or3_4 380, a2111oi_4 290, nor3_2 90, o211ai_4 180, buf_4 290, nor2_1 70
-- layer usage --
layer / GRT usage [%] / up-vias / share of wire (%)
met4: 1.84 / 0 / 1.9
met2: 16.7 / 32 / 42
met3: 2.24 / 8 / 3.9
li1: - / 1134 / -
met1: 17.0 / 1005 / 52
met5: 0 / - / 0
-- cell usage in the layout, fill, tap and decap left out, types with 2 or more instances in the layout --
cell type	netlist	layout
clkdlybuf4s50_1	0	5
clkinvlp_4	0	2
or3_1	8	8
o21ai_0	2	2
nor2_1	29	29
nor2b_1	2	2
conb_1	1	2
ha_1	10	10
nand2b_1	2	2
nand4_1	9	9
clkinv_2	0	2
nor2_2	20	20
inv_1	13	13
nand3_1	29	29
xor2_1	28	28
and3_1	12	12
xnor2_1	26	26
nor3_1	10	10
nand2_1	23	23
clkbuf_8	0	9
or2_2	3	3
dfxtp_1	50	50
edfxtp_1	14	14
a222oi_1	2	2
and4_1	3	3
nor4_1	6	6
buf_4	0	3
Power figures rest on the tool's default switching activity, not on a simulated workload.
