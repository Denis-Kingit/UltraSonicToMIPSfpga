==> /design/flow/design.v <==
module sonic(clk,trig,reset_n,en,echo,out);
input clk,echo,reset_n,en;
output reg trig;
output reg[23:0]out;
reg [23:0]count;
reg [23:0]countp;
always@(posedge clk)
if(~reset_n)
begin
 countp<=24'b0;
 count<=24'b0;
end
else 
if(en)
begin
	countp<=countp+1'b1;
	if(countp==1)
	 trig<=1'b1;
	if(echo)
		count<=count+1'b1;	
	if(countp==501)
		trig<=1'b0;
	if(countp==2500001)
		begin
			if (count>1800001)			
				out<=24'hfff;
			else
				out<=count/24'd2900; 
			countp<=24'b0;
			count<=24'b0;
		end
end
endmodule					
==> /design/flow/run.sh <==
#!/bin/bash
# OpenROAD 26Q1-2900-gdf79404cd8, Yosys 0.63+post, stock flow scripts
make -C /OpenROAD-flow-scripts/flow DESIGN_CONFIG=/design/flow/config.mk WORK_HOME=/design/flow/orfs finish
==> /design/flow/config.mk <==
export PLATFORM = sky130hd
export DESIGN_NAME = sonic
export DESIGN_NICKNAME = sonic
export VERILOG_FILES = /design/flow/design.v
export SDC_FILE = /design/flow/constraint.sdc
export NUM_CORES = 4
export LEC_CHECK = 1
export CORE_UTILIZATION = 50
==> /design/flow/constraint.sdc <==
current_design sonic

set clk_period 17.4
set clk_io_pct 0.2

create_clock -name clk0 -period $clk_period [get_ports {clk}]

set non_clock_inputs [all_inputs -no_clocks]
set_input_delay [expr $clk_period * $clk_io_pct] -clock clk0 $non_clock_inputs
set_output_delay [expr $clk_period * $clk_io_pct] -clock clk0 [all_outputs]
==> flow_metrics.env <==
# yosys + openroad results
export IMPL_fin_skew_ns=0.00826
export IMPL_syn_area_per_cell_um2=7.25
export IMPL_startpoint_type="flip-flop"
export IMPL_grt_pass1_wl_um=40400
export IMPL_fin_area_um2=9690
export IMPL_finalClockPeriodUsage=0.738
export IMPL_drv_slew=0
export IMPL_net_switching_power_uw=67.0
export IMPL_flop_area_um2=1380
export IMPL_root_buffer="clkbuf_16"
export IMPL_worstPathMaxFanout=19
export IMPL_num_rows=49
export IMPL_p_sw_frac=0.214
export IMPL_initCoreUtil=0.511
export IMPL_grt_pass1_vias=8074
export IMPL_syn2layout_area_growth_pct=5.50
export IMPL_period_minus_slack_ns=12.84
export IMPL_finalSetupViolCount=0
export IMPL_hold_path_class="flip-flop to flip-flop"
export IMPL_comb_area_um2=7360
export IMPL_reg2reg_depth=38
export IMPL_ios=29
export IMPL_required_ns=17.45
export IMPL_slowest_stage="dfxtp_1"
export IMPL_core_um2=18000
export IMPL_drt_iter0_drc=675
export IMPL_openroad_warnings=29
export IMPL_grt_ovfl_total=0
export IMPL_ctsResizeCount=0
export IMPL_edf_count=14
export IMPL_viasPerCell=6.28
export IMPL_finalHoldViolations=0
export IMPL_n_fill_cell=1740
export IMPL_tightestPinTransition_ns=0.861
export IMPL_min_path_cells=2
export IMPL_arrival_ns=12.89
export IMPL_h_tree_depth=3
export IMPL_crit_type="flip-flop to flip-flop"
export IMPL_status="finished clean"
export IMPL_drive_above_1_share=0.109
export IMPL_slew_limit_headroom=0.411
export IMPL_antenna_diode_count=0
export IMPL_place_congestion=0.912
export IMPL_setup_tns_ns=0
export IMPL_synthTopCellsByArea="dfxtp_1 10%, xnor2_1 6.4%, nor2_1 6.0%"
export IMPL_seq_area_frac_synth=0.150
export IMPL_p_int_uw=246
export IMPL_power_density_nw_per_um2=32.3
export IMPL_worstSkewPairLatency_ns=0.32
export IMPL_cts_path_max_buffers=2
export IMPL_die_area_um2=18900
export IMPL_critPathMaxStageDelay_ns=0.69
export IMPL_combPwrFrac=0.030
export IMPL_cts_hold_buf=0
export IMPL_dp_cells=1465
export IMPL_fin_util=0.540
export IMPL_whs_ns=0.530
export IMPL_ir_drop_v=0.0000446
export IMPL_top_area_cell="dfxtp_1"
export IMPL_ys_chip_area_um2=9190
export IMPL_ys_flops=62
export IMPL_async_flop_share=0
export IMPL_ys_cells=1267
export IMPL_grt_max_degree=47
export IMPL_wire_per_inst_um=16.6
export IMPL_cts_tree="yes"
export IMPL_p_leak_uw=0.00334
export IMPL_track_usage=0.267
export IMPL_placed_cell_area_um2=9430
export IMPL_die_width_um=138
export IMPL_antenna_found_initial=0
export IMPL_yosysWarningCount=1
export IMPL_synth_area_um2=9190
export IMPL_wirelength_um=24600
export IMPL_hpwlAfterDp_um=18300
export IMPL_cp_end_kind="flip-flop"
export IMPL_cts_setup_buffers=0
export IMPL_clkPwrFrac=0.497
export IMPL_cap_violations=0
export IMPL_cts_sinks=62
export IMPL_numCtsBuffers=9
export IMPL_first_pass_iters=5
export IMPL_flop_cell="dfxtp_1"
export IMPL_cts_clk_slew_worst_paths_ns=0.05
export IMPL_top_area_frac=0.105
export IMPL_die_y_um=138
export IMPL_route_detailed_drc=0
export IMPL_via_count=9300
export IMPL_portBuffers=17
export IMPL_rsz0062_at_grt="false"
export IMPL_fmax_mhz=77.9
export IMPL_seqPwrFrac=0.473
export IMPL_synth_cell_types=115
export IMPL_antenna_left=0
export IMPL_syn_inst=1267
export IMPL_instances_no_fill=1481
==> cell families (layout without fill, tap and decap cells) <==
logic type | after synthesis | count (layout) | share of synthesized area
buffers and inverters | 104 | 78 | 0.0533
adders and majority gates | 10 | 10 | 0.0125
AOI/OAI and AO/OA | 410 | 410 | 0.346
DFF | 62 | 62 | 0.150
muxes | 39 | 39 | 0.0449
and+or+nand+nor | 542 | 542 | 0.298
xor gates and xnor gates | 99 | 99 | 0.0952
other | 1 | 12 | 0.000408
==> power by group through the flow <==
stage                 logic (uW)  clock network, uW  registers (uW)
after CTS                   9.40                159             148
after global routing        10.8                166             148
final                       9.30                156             148
==> per-layer routing <==
| metal | up-vias | track usage | share of wire |
|---|---|---|---|
| met1 | 4313 | 0.426 | 0.51 |
| met2 | 246 | 0.403 | 0.44 |
| li1 | 4721 | - | - |
| met4 | 0 | 0.0336 | 0.0096 |
| met3 | 20 | 0.0221 | 0.042 |
| met5 | - | 0 | 0 |
==> cell type report <==
type	count	share of cell area
Sequential cell	62	0.143
Inverter	29	0.0112
Clock inverter	5	0.00284
Multi-Input combinational cell	1112	0.760
Tap cell	229	0.0296
Timing Repair Buffer	33	0.0300
Clock buffer	11	0.0240
==> layout by cell type (no fill, tap or decap), types with 23 or more instances in the layout <==
| cell | instances |
|---|---|
| nor3_1 | 35 |
| o211ai_1 | 23 |
| inv_1 | 27 |
| nand3_1 | 41 |
| nand2_1 | 131 |
| xor2_1 | 31 |
| dfxtp_1 | 48 |
| mux2i_1 | 30 |
| nor2_1 | 148 |
| o21ai_0 | 68 |
| and2_1 | 27 |
| xnor2_1 | 66 |
| a21oi_1 | 67 |
==> cell usage after synthesis (all sizes together), types with 14 or more instances <==
master and count:
buf 41, or3 20, xor2 31, clkbuf 34, nor4 17, o211ai 26, a21oi 76, and3 16
nor3 41, or2 19, nand4 22, nand2 131, dfxtp 48, o21ai 86, and2 28, a211oi 32
inv 28, xnor2 68, nand3 41, nor2 155, mux2i 30, edfxtp 14
==> worst max-delay path: cells and delay by family, from the launching register on <==
| kind | cells | cell delay, ns |
|---|---|---|
| AND-OR/OR-AND | 20 | 6.06 |
| AND/OR/NAND/NOR | 12 | 3.58 |
| multiplexers | 5 | 1.92 |
| flip-flops | 1 | 0.69 |
| buffers and inverters | 1 | 0.26 |
==> through the flow <==
step	power [uW]	setup slack [ns]
final	313	4.56
after global routing	325	3.65
after CTS	317	4.77
after detailed placement	161	4.81
after global placement	161	4.82
after floorplan	159	6.77
==> registers in the layout (all words and copies together), names as in the netlist <==
name and count:
count 24, out 13, trig 1, countp 24
==> path summary, 6_finish.rpt <==
kind | slack (ns) | to | from
max | 4.56 | out[0]$_SDFFCE_PN1P_ | count[22]$_SDFFE_PN0P_
min | 0.53 | countp[23]$_SDFFE_PN0P_ | countp[23]$_SDFFE_PN0P_
max reg2reg | 4.56 | out[0]$_SDFFCE_PN1P_ | count[22]$_SDFFE_PN0P_
min reg2reg | 0.53 | countp[23]$_SDFFE_PN0P_ | countp[23]$_SDFFE_PN0P_
No activity file was given, so power comes from the tool's default toggle rates.
