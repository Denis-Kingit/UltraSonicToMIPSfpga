==> flow/run.sh <==
#!/bin/bash
# OpenROAD 26Q1-2900-gdf79404cd8, Yosys 0.63+post, stock flow scripts
make -C /OpenROAD-flow-scripts/flow DESIGN_CONFIG=/design/flow/config.mk WORK_HOME=/design/flow/orfs finish
==> flow/config.mk <==
export PLATFORM = sky130hd
export DESIGN_NAME = sonn
export DESIGN_NICKNAME = sonn
export VERILOG_FILES = /design/flow/design.v
export SDC_FILE = /design/flow/constraint.sdc
export NUM_CORES = 4
export LEC_CHECK = 1
export CORE_UTILIZATION = 30
==> flow/constraint.sdc <==
current_design sonn

set clk_period 5.4
set clk_io_pct 0.2

create_clock -name clk0 -period $clk_period [get_ports {clock}]

set non_clock_inputs [all_inputs -no_clocks]
set_input_delay [expr $clk_period * $clk_io_pct] -clock clk0 $non_clock_inputs
set_output_delay [expr $clk_period * $clk_io_pct] -clock clk0 [all_outputs]
==> flow/design.v <==
module sonn
(
    input  clock,
    input  reset_n,
    input  rx,
	 output reg [15:0]hword
);
reg [1:0]count2;
wire [7:0]byte_data;
reg [31:0]wordd;
reg wready;
wire byte_ready;
always@(posedge clock)
if (wready)
hword={4'b0000,wordd[19:16],wordd[11:8],wordd[3:0]};
always @(posedge clock)
    if (! reset_n)
	     wordd <= 32'b0;
	  else if (byte_ready)
	     	case(count2)
			2'd0:begin 
				wready<=1'b0;
					if(byte_data==8'h52)
						count2<=2'd1;
					end
			2'd1:begin wordd[23:16]<=byte_data; count2<=2'd2;end
			2'd2:begin wordd[15:8]<=byte_data; count2<=2'd3;end
			2'd3:begin wordd[7:0]<=byte_data; count2<=2'd0;wready<=1'b1;end
			default begin 
				wready<=1'b0;
					if(byte_data==8'h52)
						count2<=count2+1'b1;
					end
			endcase
uart_receiver uart(clock,reset_n,rx,byte_data,byte_ready);
endmodule
module uart_receiver
(
    input  clock,
    input  reset_n,
    input  rx,
    output reg [7:0] byte_data,
    output           byte_ready
);
    parameter  clock_frequency        = 50000000;
    parameter  baud_rate              = 9600;
    localparam clock_cycles_in_symbol = clock_frequency / baud_rate;
    reg rx_sync1, rx_sync;
    always @(posedge clock or negedge reset_n)
    begin
        if (! reset_n)
        begin
            rx_sync1 <= 1;
            rx_sync  <= 1;
        end
        else
        begin
            rx_sync1 <= rx;
            rx_sync  <= rx_sync1;
        end
    end
    reg prev_rx_sync;
    always @(posedge clock or negedge reset_n)
    begin
        if (! reset_n)
            prev_rx_sync <= 1;
        else
            prev_rx_sync <= rx_sync;
    end
    wire start_bit_edge = prev_rx_sync & ! rx_sync;
    reg [31:0] counter;
    reg        load_counter;
    reg [31:0] load_counter_value;
    always @(posedge clock or negedge reset_n)
    begin
        if (! reset_n)
            counter <= 0;
        else if (load_counter)
            counter <= load_counter_value;
        else if (counter != 0)
            counter <= counter - 1;
    end
    wire counter_done = counter == 1;
    reg       shift;
    reg [7:0] shifted_1;
    assign    byte_ready = shifted_1 [0];
    always @ (posedge clock or negedge reset_n)
    begin
        if (! reset_n)
        begin
            shifted_1 <= 0;
        end
        else if (shift)
        begin
            if (shifted_1 == 0)
                shifted_1 <= 8'b10000000;
            else
                shifted_1 <= shifted_1 >> 1;
            byte_data <= { rx, byte_data [7:1] };
        end
        else if (byte_ready)
        begin
            shifted_1 <= 0;
        end
    end
    reg idle, idle_r;
    always @*
    begin
        idle  = idle_r;
        shift = 0;
        load_counter        = 0;
        load_counter_value  = 0;
        if (idle)
        begin
            if (start_bit_edge)
            begin
                load_counter       = 1;
                load_counter_value = clock_cycles_in_symbol * 3 / 2;
                idle = 0;
            end
        end
        else if (counter_done)
        begin
            shift = 1;
            load_counter       = 1;
            load_counter_value = clock_cycles_in_symbol;
        end
        else if (byte_ready)
        begin
            idle = 1;
        end
    end
    always @ (posedge clock or negedge reset_n)
    begin
        if (! reset_n)
            idle_r <= 1;
        else
            idle_r <= idle;
    end
endmodule
==> flow_summary.yaml <==
# flow metrics
clock_tree:
  cts_buffers: 9
  post_cts_resized: 0
  clkLatencyLatePin_ns: 0.33
  postCtsSetupRepairBufs: 0
  cts_tree: "yes"
  clock_path_buffers: 2
  h-tree-depth: 3
  cts-root-buf: "clkbuf_16"
  cts_sinks: 81
  clk_pin_slew_ns: 0.06
  ctsHoldBuffers: 0
critical_path:
  cpMostUsedCell: "or4_4"
  crit_path_start_kind: "flip-flop"
  slowest_delay_ns: 0.61
  required_ns: 5.66
  r2r_slack_ns: 2.66
  end_kind: "flip-flop"
  reg2reg_from: "uart.counter[18]"
  regToRegEndpoint: "uart.counter[15]"
  critical-path-slowest-cell: "nor3_1"
  cp.arrival_ns: 3.00
  path_cells: "or4_4 -> or4_4 -> nor3_1 -> buf_4 -> o21ai_0 -> a21oi_1"
  cp_top_family: "simple AND/OR/NAND/NOR gates"
  r2r_cells: 6
  setup.worst_path.start: "uart.counter[18]"
  critical_path_buf_inv_count: 1
  crit_fanout: 16
  crit_type: "flip-flop to flip-flop"
final_timing:
  finalSetupViolCount: 0
  max_clock_freq_mhz: 365
  rsz0062_at_grt: "no"
  hold_viol: 0
  report.final.slew_viol_count: 0
  fin_crit_ns: 2.74
  fin_skew_ns: 0.00595
  final.setup.tns_ns: 0
  whs_ns: 0.358
  relSlewSlack_pct: 48.8
  fin_crit_sh_pct: 50.7
  worst_pin_slew_ns: 0.758
route:
  first_pass_iters: 5
  drc: 0
  n_antenna_cell: 0
  viasPerCell: 5.06
  vias: 2529
  wl_um: 6400
  drtIter0Drc: 136
  detail-route-antenna-nets: 0
  avgRoutedWirePerCell_um: 12.8
run:
  openroad.warnings: 26
  cap_violations: 0
synthesis:
  syn_area_mm2: 0.00356
  edf_count: 21
  top_cells_by_area: "dfrtp_1 (28%), edfxtp_1 (18%), dfxtp_1 (9.0%)"
  largest_area_cell: "dfrtp_1"
  yosys_cells: 336
  synth_flops: 81
  top_cell: "dfrtp_1"
  yosys.area.top_type_share_pct: 28.1
  synth_cells: 336
  synth.yosys.chip_area_mm2: 0.00356
  ys_top_cells_by_count: "dfrtp_1 (40), nand2_1 (30), nor2_1 (23), o21ai_0 (23)"
  yosysWarnings: 2
  seq_area_frac_synth_pct: 57.8
  synthDistinctLibCells: 50
  avgSynthCellArea_um2: 10.6
  ys.flop_type: "dfrtp_1"
  ys_async_sr_fraction_pct: 54.3
global_route:
  antenna_found_initial: 0
  grt_pass1_vias: 2390
  grt_pass1_wl_um: 11100
  gr-total-overflow: 0
  grt_max_degree: 61
  track_usage_pct: 11.1
min_path:
  min_to: "uart.rx_sync"
  whs_path_depth: 0
  hold_class: "flip-flop to flip-flop"
  min_from: "uart.rx_sync1"
layout:
  drive_above_1_share_pct: 10.9
  area_growth_pct: 15.2
floorplan:
  fp_util_pct: 31.0
  fp.dieH_um: 111
  num_rows: 39
  core_area_mm2: 0.0115
  dieWidth_um: 111
  chipArea_mm2: 0.0123
  boundaryPins: 19
place:
  io_buffers: 14
  gp_congestion: 0.846
  hpwl_um: 4250
status:
  outcome: "completed"
power:
  ir_drop_v: 0.000110
  power_leakage_nw: 1.69
  p_per_area_mw_per_mm2: 287
-- power by group --
group | internal [mW] | switching (mW)
Combinational | 0.00261 | 0.00786
Clock | 0.310 | 0.229
Sequential | 0.627 | 0.000508
-- cell families after synthesis --
family	after synthesis	share of synthesized area, %
other cells	1	0.105
mux	2	0.633
xor+xnor	10	2.46
simple gates	145	22.5
buf+inv	21	3.13
compound gates	74	12.6
flops	81	57.8
fa+ha+maj	2	0.703
-- cell type report --
| cell class | instances | area, um2 |
|---|---|---|
| Clock buffer | 11 | 233 |
| Inverter | 4 | 15.0 |
| Sequential cell | 81 | 2060 |
| Tap cell | 143 | 179 |
| Clock inverter | 5 | 33.8 |
| Timing Repair Buffer | 19 | 173 |
| Multi-Input combinational cell | 237 | 1410 |
| Fill cell | 1094 | 7370 |
-- how the worst max path moves through the flow --
stage                              end  slack, ns  depth (start not counted)
after CTS             uart.counter[15]       2.69                          6
after global routing  uart.counter[25]       2.38                          6
final                 uart.counter[15]       2.66                          6
-- metrics by stage --
stage               instances  cell area (um2)  power [mW]  worst slack (ns)  utilization (%)
global placement          484             3830       0.650              2.77             33.4
global route              500             4100        1.22              2.38             35.7
detailed placement        484             3830       0.650              2.72             33.4
floorplan                 339             3570       0.643              2.73                -
CTS                       500             4100        1.20              2.69             35.7
finish                    500             4100        1.18              2.66             35.7
-- routing by layer --
metal  global-route usage (%)  vias up  share of wire, %  wire length, um
met1                     17.0     1219                50             3170
met2                     16.6       40                45             2890
met5                        0        -                 0                0
met4                     2.76        0               2.0              126
li1                         -     1260                 -                -
met3                     2.51       10               3.3              213
-- cells in the final DEF, fill, tap and decap left out, drive strengths merged, types with 3 or more instances in the layout --
cell and n:
and2 3, nand4 4, xnor2 7, o21ai 24, nor4b 3, nor3 7
buf 6, conb 4, nand3 19, nand4b 3, o31ai 7, xor2 3
nor2 23, dfxtp 16, clkinv 3, nand2b 6, nor4 8, clkdlybuf4s50 13
dfstp 4, clkbuf 11, or3 20, edfxtp 21, nand2 30, inv 4
a21boi 12, a21oi 21, or4 9, dfrtp 40
-- registers in the layout (all words and copies together) (netlist names) --
register           flops
uart.shifted_1         8
uart.counter          32
uart.rx_sync           1
wordd                 12
uart.rx_sync1          1
uart.prev_rx_sync      1
uart.byte_data         8
wready                 1
uart.idle_r            1
count2                 4
hword                 12
Power figures rest on the tool's default switching activity, not on a simulated workload.
